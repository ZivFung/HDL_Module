## config.mk

```make
export PLATFORM = sky130hd
export DESIGN_NAME = average
export DESIGN_NICKNAME = average
export VERILOG_FILES = /design/flow/design.v
export SDC_FILE = /design/flow/constraint.sdc
export NUM_CORES = 4
export LEC_CHECK = 1
export CORE_UTILIZATION = 40
```

## constraint.sdc

```tcl
current_design average

set clk_period 13.3
set clk_io_pct 0.2

create_clock -name clk0 -period $clk_period [get_ports {clk}]

set non_clock_inputs [all_inputs -no_clocks]
set_input_delay [expr $clk_period * $clk_io_pct] -clock clk0 $non_clock_inputs
set_output_delay [expr $clk_period * $clk_io_pct] -clock clk0 [all_outputs]
```

## design.v

```verilog
`timescale 1ns / 1ps
module average#(
     parameter DATA0_W=32,
     parameter DATA1_W=32,
     parameter DATA2_W=32,
     parameter DATA3_W=32,
     parameter AVE_NUM=8,
     parameter AVE_W=3
)(
     input clk,
     input [DATA0_W-1:0]data_in0,
     input [DATA1_W-1:0]data_in1,
     input [DATA2_W-1:0]data_in2,
     input [DATA3_W-1:0]data_in3, 
     input data0_en,
     input data1_en,
     input data2_en,
     input data3_en,
     output [DATA0_W-1:0]data_out0,
     output [DATA1_W-1:0]data_out1,
     (* mark_debug="true" *)output [DATA2_W-1:0]data_out2,
     (* mark_debug="true" *)output [DATA3_W-1:0]data_out3 
    );
    reg [DATA0_W-1:0] data_delay0[AVE_NUM-1:0];
    reg [DATA0_W-1:0] data_delay1[AVE_NUM-1:0];
    reg [DATA0_W-1:0] data_delay2[AVE_NUM-1:0];
    reg [DATA0_W-1:0] data_delay3[AVE_NUM-1:0];
    reg [DATA0_W-1+AVE_W:0]data0_sum;
    reg [DATA0_W-1+AVE_W:0]data1_sum;
    reg [DATA0_W-1+AVE_W:0]data2_sum;
    reg [DATA0_W-1+AVE_W:0]data3_sum;
    reg [DATA0_W-1+AVE_W:0]data0_summation;
    reg [DATA0_W-1+AVE_W:0]data1_summation;
    reg [DATA0_W-1+AVE_W:0]data2_summation;
    reg [DATA0_W-1+AVE_W:0]data3_summation; 
    reg[AVE_W:0] cnt0;
    reg[AVE_W:0] cnt1;
    reg[AVE_W:0] cnt2;
    reg[AVE_W:0] cnt3;
    always@(posedge clk)
      begin
        if(data0_en)
          begin
            if(cnt0<AVE_NUM)
              begin
                data0_sum<=data0_sum+data_in0;
                cnt0=cnt0+1;
              end
            else
              begin
                data0_sum<=0;
                data0_summation<=data0_sum;
                cnt0<=0;
              end
          end       
        else
          begin
            data0_summation<=data0_summation;
          end
      end
    always@(posedge clk)
        begin
          if(data1_en)
            begin
              if(cnt1<AVE_NUM)
                begin
                  data1_sum<=data1_sum+data_in1;
                  cnt1=cnt1+1;
                end
              else
                begin
                  data1_sum<=0;
                  data1_summation<=data1_sum;
                  cnt1<=0;
                end
            end       
          else
            begin
              data1_summation<=data1_summation;
            end
        end
    always@(posedge clk)
          begin
            if(data2_en)
              begin
                if(cnt2<AVE_NUM)
                  begin
                    data2_sum<=data2_sum+data_in2;
                    cnt2=cnt2+1;
                  end
                else
                  begin
                    data2_sum<=0;
                    data2_summation<=data2_sum;
                    cnt2<=0;
                  end
              end       
            else
              begin
                data2_summation<=data2_summation;
              end
          end
    always@(posedge clk)
            begin
              if(data3_en)
                begin
                  if(cnt3<AVE_NUM)
                    begin
                      data3_sum<=data3_sum+data_in3;
                      cnt3=cnt3+1;
                    end
                  else
                    begin
                      data3_sum<=0;
                      data3_summation<=data3_sum;
                      cnt3<=0;
                    end
                end       
              else
                begin
                  data3_summation<=data3_summation;
                end
            end
    assign data_out0=(data0_summation>>AVE_W);
    assign data_out1=(data1_summation>>AVE_W);
    assign data_out2=(data2_summation>>AVE_W);
    assign data_out3=(data3_summation>>AVE_W);
endmodule
```

## run.sh

```bash
#!/bin/bash
# OpenROAD 26Q1-2900-gdf79404cd8, Yosys 0.63+post, stock flow scripts
make -C /OpenROAD-flow-scripts/flow DESIGN_CONFIG=/design/flow/config.mk WORK_HOME=/design/flow/orfs finish
```

==> flow_summary_export.csv <==
group,metric,value,unit
placement,gp_congestion,0.882,
outcome,status,"finished, final reports clean",
synth,synth_cell_types,78,
final_timing,skew,0.0109,ns
routing,wl_met3,2450,um
worst_setup_path,cp.required,13.58,ns
routing,wl_per_cell,16.4,um
worst_setup_path,cp_num_buf_inv,2,
routing,viasPerCell,5.16,
clocking,cts_setup_buffers,0,
synth,topCellsByArea,"edfxtp_1 53%, ha_1 10%, nor2_1 4.2%, a21oi_1 3.4%, a21o_1 3.3%",
routing,vias,11500,
synth,synthCells,1404,
clocking,clock_latency,0.54,ns
clocking,root_buffer,"clkbuf_16",
worst_setup_path,cp.arrival,5.76,ns
die,dieArea,0.0411,sq mm
worst_setup_path,path_cells,"clkdlybuf4s50_1, ha_1, inv_1, fa_1, nor2b_1, o31a_1, o2111ai_1, o211a_1, a31oi_2, a41oi_2, o221ai_2, nand3_1, mux2_1",
synth,top_cell,"edfxtp_1",
routing,drc_errors,0,
worst_setup_path,max_stage_delay,0.46,ns
global_route,antenna_found_initial,2,
global_route,grt_max_degree,49,
synth,synth.top_cell.area_share,52.9,%
synth,ys.flops,284,
routing,maxUsedRoutingLayer,"met4",
synth,yosys.area.top_type,"edfxtp_1",
pwr,power_leakage,7.96,nW
routing,wl_met1,17000,um
job,max-cap-violations,0,
final_layout,final_cells,2227,
pwr,p_per_area,160,mW/mm^2
global_route,grt-ovfl-total,0,
placement,placed_cell_area,0.0193,sq mm
pwr,ir_drop,83.1,uV
final_layout,fillCellCount,3422,
clocking,cts_tree,"done",
routing,ant_nets,0,
clocking,h-tree-depth,2,
final_timing,slew_headroom,44.2,%
synth,syn_area_per_cell,11.5,sq um
synth,synth_seq_share,52.9,%
routing,postRouteWirelength,36600,um
final_layout,final_util,51.4,%
pwr,finalPower,3.28,mW
final_layout,drive_above_1_share,5.65,%
worst_setup_path,critPathCaptureType,"flip-flop",
final_timing,fmaxAchievable,182,MHz
routing,drt_iter0_drc,526,
clocking,cts.path.max_buffers,3,
die,dieHeight,203,um
synth,yosysWarningCount,1,
clocking,cts_made_buffers,35,
clocking,cts_sinks,284,
synth,synth_area,0.0161,sq mm
synth,synth-edff-count,284,
final_timing,setup_viol,0,
clocking,ctsResizeCount,0,
final_timing,fin_crit_sh,41.2,%
final_timing,setup-tns-final,0,ns
synth,common_cells,"284 x edfxtp_1, 182 x nor2_1, 132 x ha_1",
final_timing,max_slew.worst_pin.slew,0.837,ns
final_layout,final_cell_area,0.0204,sq mm
worst_setup_path,start_kind,"input pin",
final_timing,hold_viol,0,
synth,ys_cells,1404,
clocking,clk_pin_slew,0.06,ns
clocking,cts-hold-fix-buffers,0,
routing,wl_met2,16400,um
final_timing,drv_slew,0,
final_timing,rsz0062_at_grt,"no",
synth,async_flop_share,0,%
worst_setup_path,worst-setup-path-type,"input pin to flip-flop",
die,rows,73,
final_layout,area_growth,26.9,%
synth,ys_chip_area,0.0161,sq mm
placement,dp_cells,2166,
placement,hpwl,26400,um
die,die_w,203,um
routing,firstDrtPassIters,5,
global_route,track_usage,19.1,%
hold_path,hold_start,"data1_sum[16]",
die,io_pins,261,
synth,flop_cell,"edfxtp_1",
die,core-area,0.0397,sq mm
hold_path,hp-class,"flip-flop to flip-flop",
worst_setup_path,cp_slowest_cell,"clkdlybuf4s50_1",
worst_setup_path,critical-path-top-delay-family,"AND-OR/OR-AND gates",
placement,io_buffers,260,
global_route,grt_pass1_wl,58900,um
global_route,grt_pass1_vias,11200,
worst_setup_path,critPathMaxFanout,4,
worst_setup_path,r2r-start,"data2_sum[0]",
die,floorplan.core_util,40.5,%
final_timing,fin_crit,5.48,ns
job,warnings,25,
worst_setup_path,crit_start,"data_in2[0]",
## layer usage
metal | vias to the layer above | global-route usage, %
li1 | 5819 | -
met1 | 5340 | 31.0
met2 | 276 | 27.8
met3 | 51 | 4.85
met4 | 0 | 3.65
met5 | - | 0
## cell type report
| type | instances | area (sq um) | share of cell area (%) |
|---|---|---|---|
| Antenna cell | 2 | 5.00 | 0.0245 |
| Clock buffer | 42 | 945 | 4.62 |
| Sequential cell | 284 | 8530 | 41.7 |
| Tap cell | 525 | 657 | 3.21 |
| Inverter | 38 | 143 | 0.698 |
| Clock inverter | 17 | 186 | 0.912 |
| Timing Repair Buffer | 271 | 2680 | 13.1 |
| Multi-Input combinational cell | 1048 | 7300 | 35.7 |
## registers in the layout (all words and copies together), names as in the netlist
| register | cells |
|---|---|
| cnt1 | 4 |
| data2_summation | 32 |
| data0_sum | 35 |
| data2_sum | 35 |
| data0_summation | 32 |
| data3_sum | 35 |
| cnt0 | 4 |
| cnt3 | 4 |
| data1_summation | 32 |
| data1_sum | 35 |
| cnt2 | 4 |
| data3_summation | 32 |
## final timing paths
| kind | slack, ns | depth (start not counted) | end |
|---|---|---|---|
| setup / recovery | 7.82 | 13 | data2_sum[34] |
| hold / removal | 0.45 | 0 | data1_summation[16] |
| setup reg to reg | 10.09 | 12 | data2_sum[34] |
| hold reg to reg | 0.45 | 0 | data1_summation[16] |
## cell families after synthesis
| group | Yosys count | synth area share [%] |
|---|---|---|
| adder cells (fa/ha/maj) | 136 | 10.8 |
| flip-flops | 284 | 52.9 |
| AND/OR/NAND/NOR | 420 | 12.3 |
| AND-OR/OR-AND | 378 | 15.8 |
| multiplexers | 15 | 1.05 |
| XOR/XNOR | 99 | 5.38 |
| buffers and inverters | 72 | 1.73 |
## worst register-to-register path, delay by kind of cell, from the launching register on
family | cells | cell delay, ns
muxes | 1 | 0.32
DFF | 1 | 0.32
and+or+nand+nor | 2 | 0.35
adders and majority gates | 2 | 0.53
AOI/OAI and AO/OA | 6 | 1.38
buffers and inverters | 1 | 0.05
## cell usage in the layout, fill, tap and decap left out, types with 36 or more instances in the layout
cell type,count
nor2b_1,36
xor2_1,40
nor2_1,182
a21o_1,70
clkdlybuf4s50_1,258
clkbuf_16,37
xnor2_1,59
a21oi_1,108
ha_1,132
inv_1,38
o21ai_0,56
edfxtp_1,284
nand2_1,64
## where the power goes
part           switching [mW]  leakage [nW]  internal (mW)
clock network           0.373         0.562          0.582
logic                   0.569          4.63          0.496
registers              0.0691          2.77           1.19
## per-stage QoR
step | hold slack, ns | setup slack [ns]
finish | 0.449 | 7.82
global route | 0.450 | 7.62
CTS | 0.451 | 7.81
detailed placement | 0.438 | 7.25
global placement | 0.435 | 7.34
floorplan | 0.431 | 8.11
Power and IR drop assume default switching activity.

<file path="flow/run.sh">
#!/bin/bash
# OpenROAD 26Q1-2900-gdf79404cd8, Yosys 0.63+post, stock flow scripts
make -C /OpenROAD-flow-scripts/flow DESIGN_CONFIG=/design/flow/config.mk WORK_HOME=/design/flow/orfs finish
</file>
<file path="flow/config.mk">
export PLATFORM = sky130hd
export DESIGN_NAME = iir_filter
export DESIGN_NICKNAME = iir_filter
export VERILOG_FILES = /design/flow/design.v
export SDC_FILE = /design/flow/constraint.sdc
export NUM_CORES = 4
export LEC_CHECK = 1
export CORE_UTILIZATION = 30
</file>
<file path="flow/constraint.sdc">
current_design iir_filter

set clk_period 34.6
set clk_io_pct 0.2

create_clock -name clk0 -period $clk_period [get_ports {clk}]

set non_clock_inputs [all_inputs -no_clocks]
set_input_delay [expr $clk_period * $clk_io_pct] -clock clk0 $non_clock_inputs
set_output_delay [expr $clk_period * $clk_io_pct] -clock clk0 [all_outputs]
</file>
<file path="flow/design.v">
module iir_2nd
  #(
      parameter w = 32,
      parameter FW = 16,
      parameter real N0 = 1,
      parameter real N1 = 1,
      parameter real N2 = 1,
      parameter real D1 = 1,
      parameter real D2 = 1
    )(
      input clk,
      input en,
      input signed [w-1:0] in,
      output signed [w-1:0] out
    );
       reg signed [w-1:0] d[0:1];
    initial begin
        d[0] = 1'sb0;
        d[1] = 1'sb0;
    end 
    wire signed [w-1:0] n0 = (N0 * (2.0 **FW));
    wire signed [w-1:0] n1 = (N1 * (2.0 **FW));
    wire signed [w-1:0] n2 = (N2 * (2.0 **FW));
    wire signed [w-1:0] d1 = (D1 * (2.0 **FW));
    wire signed [w-1:0] d2 = (D2 * (2.0 **FW)); 
    wire signed [2*w-1:0] pn0l = n0 * in;
    wire signed [2*w-1:0] pn1l = n1 * in;
    wire signed [2*w-1:0] pn2l = n2 * in;
    wire signed [2*w-1:0] pd1l = d1 * out;
    wire signed [2*w-1:0] pd2l = d2 * out;
    wire signed [w-1:0] pn0 = pn0l >>> FW;
    wire signed [w-1:0] pn1 = pn1l >>> FW;
    wire signed [w-1:0] pn2 = pn2l >>> FW;
    wire signed [w-1:0] pd1 = pd1l >>> FW;
    wire signed [w-1:0] pd2 = pd2l >>> FW;
    assign out = (pn0 +d[0]);
    always@(posedge clk)begin
      if(en)
        begin
            d[0] <= pn1 - pd1 + d[1];
            d[1] <= pn2 - pd2; 
        end
    end
  endmodule
  module iir_filter#( parameter w = 32,
      parameter FW = 16)
  (
      input clk,
      input en,
      input signed [w-1:0] in,
      output signed [w-1:0] out
    );
    wire signed[w-1:0]out_s1;
    wire signed[w-1:0]out_s2;
   iir_2nd
      #(w,FW,1*0.99991114628907862,-2*0.99991114628907862,1*0.99991114628907862,-1.9998222846831752 ,0.99982230047313914
       )iir1(clk,en,in,out);  
  endmodule
</file>
==> run summary <==
run metrics: status finished clean, Post-DP HPWL 82300 um, core area roughly 120000 um2, clk_skew 0.00445 ns, setup TNS 0 ns, Design Area, Final 38500 um2, Setup Buffers After CTS 0, Worst Tran Pin Value 1.02 ns, Synth Flop Type edfxtp_1, Hold Crit Class reg -> reg, Yosys warning total 12, Synth area leader fa_1, share of cells above drive strength 1 3.44%, Max Cap Viol 0, Hold Fails Final Rpt 0, chip area estimate from yosys synthesis between 30000 and 40000 um2, RSZ-0062 raised after global routing no, crit path time final 26.05 ns, maximum fanout along the worst path 7, most frequent CP cell fa_1, capture point of the worst reg-to-reg path iir1.d[1][31], crit path capture type register, Min Hold Slack 0.548 ns, Finished Layout Cells 5394, Vias/cell 4.61, first-pass GRT wire length 145000 um, hold path depth 1, CTS resizes 0, Horiz. Die Dim 346 um, setup violators final 0, post-route ant nets 0, Largest cells by area fa_1, ha_1, inv_1, xnor2_1, edfxtp_1, All-Layer GR Usage 16.4%, Tool Warnings 60, clock buffer depth 2, hold path endpoint iir1.d[0][0], Async S/R FF share, synth 0%, Die ar. 120000 um2, CP Data Required Time 34.68 ns, R2R Setup Slk 21.25 ns, clock latency on the worst-skew pair about 0.34 ns, vias in the first global route ~26000, sequential-to-total area share from yosys stat 5.42%, Mapped Area approximately 35000 um2, Synth cell types 81, clk slew on worst S/H paths 0.05 ns, total wire length 91200 um, reg2reg path depth around 43, mean routed wirelength per cell 16.9 um, fin crit share between 70% and 80%, initial drt markers 1214, IO Port Bufs roughly 65, Post-synth regs 64, CTS tree done, initial antenna violation count 3, GPL Wtd Cong 0.965, DP Area around 38000 um2, ys cells approximately 3800, GR Overflow Total 0, Rel. slew slack 31.6%, slowest CP cell o21ai_0, Row Count roughly 130, Clock Sinks 64, # IOs 66, gate count after technology mapping 3791, Syn Area/Cell 9.36 um2, fin. max-slew vios 0, fp_density 30.4%, die height 346 um, Layout area overhead 8.49%, r2r startpoint iir1.d[0][8], Fmax 38.4 MHz, post-synth tally of flip-flops with integrated enable 64, biggest registers after layout iir1.d x64, Crit Path Class in -> reg, CTS root buffer clkbuf_16, Largest Register iir1.d, max FFs per register 64, drt drc 0, CP max stage delay 0.79 ns, total number of vias 24900, DRT Pass-1 Iters 5, DP Cell Count 5377, cell with the most instances after synthesis inv_1, startpoint of the worst hold path iir1.d[1][0], Worst EP arrival 26.14 ns, largest net degree at the start of global routing roughly 56, top cells by count inv_1, ha_1, fa_1, TritonCTS Buffers 9, H-tree levels 3, top area contributor share between 30 and 40%, CP startpoint kind input port, Hold Buf Count CTS 0
cell usage in the layout, fill, tap and decap left out, types with 29 or more instances in the layout:
| cell | n |
|---|---|
| nor2b_1 | 37 |
| nor2_1 | 144 |
| o21a_1 | 52 |
| a21o_1 | 112 |
| fa_1 | 591 |
| clkdlybuf4s50_1 | 63 |
| nor3_1 | 33 |
| xor2_1 | 113 |
| a21oi_1 | 160 |
| inv_1 | 977 |
| xnor2_1 | 244 |
| o21ai_0 | 93 |
| ha_1 | 629 |
| edfxtp_1 | 64 |
| nand2_1 | 118 |
| nand3_1 | 44 |
| nand2b_1 | 33 |
| buf_4 | 32 |
| or2_2 | 29 |
layer usage:
layer  share of wire [%]  wire length (um)  vias up  global-route usage, %
li1                    -                 -    12200                      -
met4                 2.2              2020        8                   2.79
met2                  49             44300      637                   27.1
met3                 7.3              6650       90                   4.73
met1                  42             38200    11900                   21.8
met5               0.095                87        -                  0.360
final cells by class:
| cell class | instances | area (um2) |
|---|---|---|
| diodes | 1 | 2.50 |
| well taps | 1524 | 1910 |
| inverters | 978 | 3670 |
| multi-input cells | 2715 | 29800 |
| clock inverters | 7 | 86.3 |
| flip-flops and latches | 64 | 1920 |
| clock buffers | 9 | 225 |
| repair buffers | 96 | 876 |
| fillers | 11900 | 78200 |
worst max-delay path by stage:
stage / startpoint / cells past startpoint / end / slack (ns)
CTS: in[5] / 69 / iir1.d[1][31] / 8.81
global route: in[7] / 65 / iir1.d[1][31] / 7.52
finish: in[7] / 65 / iir1.d[1][31] / 8.55
cells by family after synthesis:
| group | share of synthesized area, % |
|---|---|
| buffers and inverters | 10.7 |
| adder cells (fa/ha/maj) | 55.6 |
| flip-flops | 5.42 |
| AND-OR/OR-AND | 10.7 |
| multiplexers | 0.659 |
| XOR/XNOR | 9.61 |
| AND/OR/NAND/NOR | 7.34 |
stage by stage:
stage	util, %	setup slack, ns
3_5_place_dp	32.7	8.51
3_3_place_gp	32.7	8.55
5_1_grt	33.0	7.52
6_report	33.0	8.55
2_1_floorplan	-	11.66
4_1_cts	33.0	8.81
worst max-delay path: cells and delay by family:
| kind | cells | cell delay (ns) |
|---|---|---|
| AOI/OAI and AO/OA | 25 | 6.70 |
| xor gates and xnor gates | 6 | 1.66 |
| adders and majority gates | 16 | 7.27 |
| and+or+nand+nor | 9 | 1.90 |
| buffers and inverters | 9 | 1.68 |

## ./design.v

```verilog
module FIR_Kaiser_25Taps_LP_0d125_CSDMult_p000157335600574
(
    input [11:0] in,
    output [11:0] out
);
    wire [11:0] shiftSign = (in[11] == 1'b0)? 12'b0 : - 12'b1;
    assign out = 12'b0;
endmodule
module FIR_Kaiser_25Taps_LP_0d125_CSDMult_p000657966241498
(
    input [11:0] in,
    output [11:0] out
);
    wire [11:0] shiftSign = (in[11] == 1'b0)? 12'b0 : - 12'b1;
    assign out = + {shiftSign[11:1], in[11:11]};
endmodule
module FIR_Kaiser_25Taps_LP_0d125_CSDMult_p001348378900551
(
    input [11:0] in,
    output [11:0] out
);
    wire [11:0] shiftSign = (in[11] == 1'b0)? 12'b0 : - 12'b1;
    assign out = + {shiftSign[11:2], in[11:10]};
endmodule
module FIR_Kaiser_25Taps_LP_0d125_CSDMult_p001574013167120
(
    input [11:0] in,
    output [11:0] out
);
    wire [11:0] shiftSign = (in[11] == 1'b0)? 12'b0 : - 12'b1;
    assign out = + {shiftSign[11:3], in[11:9]} - {shiftSign[11:1], in[11:11]};
endmodule
module FIR_Kaiser_25Taps_LP_0d125_CSDMult_p005213441418913
(
    input [11:0] in,
    output [11:0] out
);
    wire [11:0] shiftSign = (in[11] == 1'b0)? 12'b0 : - 12'b1;
    assign out = + {shiftSign[11:4], in[11:8]} + {shiftSign[11:2], in[11:10]};
endmodule
module FIR_Kaiser_25Taps_LP_0d125_CSDMult_p015833736420368
(
    input [11:0] in,
    output [11:0] out
);
    wire [11:0] shiftSign = (in[11] == 1'b0)? 12'b0 : - 12'b1;
    assign out = + {shiftSign[11:6], in[11:6]};
endmodule
module FIR_Kaiser_25Taps_LP_0d125_CSDMult_p032709156492843
(
    input [11:0] in,
    output [11:0] out
);
    wire [11:0] shiftSign = (in[11] == 1'b0)? 12'b0 : - 12'b1;
    assign out = + {shiftSign[11:7], in[11:5]} + {shiftSign[11:2], in[11:10]};
endmodule
module FIR_Kaiser_25Taps_LP_0d125_CSDMult_p054989358624542
(
    input [11:0] in,
    output [11:0] out
);
    wire [11:0] shiftSign = (in[11] == 1'b0)? 12'b0 : - 12'b1;
    assign out = + {shiftSign[11:8], in[11:4]} - {shiftSign[11:5], in[11:7]};
endmodule
module FIR_Kaiser_25Taps_LP_0d125_CSDMult_p079821695477339
(
    input [11:0] in,
    output [11:0] out
);
    wire [11:0] shiftSign = (in[11] == 1'b0)? 12'b0 : - 12'b1;
    assign out = ({shiftSign[11:8], in[11:4]} + {shiftSign[11:6], in[11:6]}) + ({shiftSign[11:3], in[11:9]} - {shiftSign[11:1], in[11:11]});
endmodule
module FIR_Kaiser_25Taps_LP_0d125_CSDMult_p102795614600693
(
    input [11:0] in,
    output [11:0] out
);
    wire [11:0] shiftSign = (in[11] == 1'b0)? 12'b0 : - 12'b1;
    assign out = ({shiftSign[11:9], in[11:3]} - {shiftSign[11:7], in[11:5]}) + ({shiftSign[11:5], in[11:7]} + {shiftSign[11:2], in[11:10]});
endmodule
module FIR_Kaiser_25Taps_LP_0d125_CSDMult_p119098010057580
(
    input [11:0] in,
    output [11:0] out
);
    wire [11:0] shiftSign = (in[11] == 1'b0)? 12'b0 : - 12'b1;
    assign out = ({shiftSign[11:9], in[11:3]} - {shiftSign[11:5], in[11:7]}) + ({shiftSign[11:3], in[11:9]} - {shiftSign[11:1], in[11:11]});
endmodule
module FIR_Kaiser_25Taps_LP_0d125_CSDMult_p125000000000000
(
    input [11:0] in,
    output [11:0] out
);
    wire [11:0] shiftSign = (in[11] == 1'b0)? 12'b0 : - 12'b1;
    assign out = + {shiftSign[11:9], in[11:3]};
endmodule
module FIR_Kaiser_25Taps_LP_0d125
(
    input Clock,
    input ClkEn,
    input AsyncRst,
    input signed [11:0] In,
    output reg signed [11:0] Out
);
    reg signed [11:0] delay[23:0];
    wire signed [11:0] prod_0p000157335600574;
    wire signed [11:0] prod_0p000657966241498;
    wire signed [11:0] prod_0p001348378900551;
    wire signed [11:0] prod_0p001574013167120;
    wire signed [11:0] prod_0p005213441418913;
    wire signed [11:0] prod_0p015833736420368;
    wire signed [11:0] prod_0p032709156492843;
    wire signed [11:0] prod_0p054989358624542;
    wire signed [11:0] prod_0p079821695477339;
    wire signed [11:0] prod_0p102795614600693;
    wire signed [11:0] prod_0p119098010057580;
    wire signed [11:0] prod_0p125000000000000;
    FIR_Kaiser_25Taps_LP_0d125_CSDMult_p000157335600574 mult0p000157335600574(In, prod_0p000157335600574);
    FIR_Kaiser_25Taps_LP_0d125_CSDMult_p000657966241498 mult0p000657966241498(In, prod_0p000657966241498);
    FIR_Kaiser_25Taps_LP_0d125_CSDMult_p001348378900551 mult0p001348378900551(In, prod_0p001348378900551);
    FIR_Kaiser_25Taps_LP_0d125_CSDMult_p001574013167120 mult0p001574013167120(In, prod_0p001574013167120);
    FIR_Kaiser_25Taps_LP_0d125_CSDMult_p005213441418913 mult0p005213441418913(In, prod_0p005213441418913);
    FIR_Kaiser_25Taps_LP_0d125_CSDMult_p015833736420368 mult0p015833736420368(In, prod_0p015833736420368);
    FIR_Kaiser_25Taps_LP_0d125_CSDMult_p032709156492843 mult0p032709156492843(In, prod_0p032709156492843);
    FIR_Kaiser_25Taps_LP_0d125_CSDMult_p054989358624542 mult0p054989358624542(In, prod_0p054989358624542);
    FIR_Kaiser_25Taps_LP_0d125_CSDMult_p079821695477339 mult0p079821695477339(In, prod_0p079821695477339);
    FIR_Kaiser_25Taps_LP_0d125_CSDMult_p102795614600693 mult0p102795614600693(In, prod_0p102795614600693);
    FIR_Kaiser_25Taps_LP_0d125_CSDMult_p119098010057580 mult0p119098010057580(In, prod_0p119098010057580);
    FIR_Kaiser_25Taps_LP_0d125_CSDMult_p125000000000000 mult0p125000000000000(In, prod_0p125000000000000);
    always@(posedge Clock or posedge AsyncRst)
    begin
        if(AsyncRst)
        begin
            Out <= 1'b0;
            delay[0] <= 1'b0;
            delay[1] <= 1'b0;
            delay[2] <= 1'b0;
            delay[3] <= 1'b0;
            delay[4] <= 1'b0;
            delay[5] <= 1'b0;
            delay[6] <= 1'b0;
            delay[7] <= 1'b0;
            delay[8] <= 1'b0;
            delay[9] <= 1'b0;
            delay[10] <= 1'b0;
            delay[11] <= 1'b0;
            delay[12] <= 1'b0;
            delay[13] <= 1'b0;
            delay[14] <= 1'b0;
            delay[15] <= 1'b0;
            delay[16] <= 1'b0;
            delay[17] <= 1'b0;
            delay[18] <= 1'b0;
            delay[19] <= 1'b0;
            delay[20] <= 1'b0;
            delay[21] <= 1'b0;
            delay[22] <= 1'b0;
            delay[23] <= 1'b0;
        end
        else if(ClkEn)
        begin
            Out <= delay[0] - prod_0p000157335600574;
            delay[0] <= delay[1] - prod_0p000657966241498;
            delay[1] <= delay[2] - prod_0p001348378900551;
            delay[2] <= delay[3] - prod_0p001574013167120;
            delay[3] <= delay[4];
            delay[4] <= delay[5] + prod_0p005213441418913;
            delay[5] <= delay[6] + prod_0p015833736420368;
            delay[6] <= delay[7] + prod_0p032709156492843;
            delay[7] <= delay[8] + prod_0p054989358624542;
            delay[8] <= delay[9] + prod_0p079821695477339;
            delay[9] <= delay[10] + prod_0p102795614600693;
            delay[10] <= delay[11] + prod_0p119098010057580;
            delay[11] <= delay[12] + prod_0p125000000000000;
            delay[12] <= delay[13] + prod_0p119098010057580;
            delay[13] <= delay[14] + prod_0p102795614600693;
            delay[14] <= delay[15] + prod_0p079821695477339;
            delay[15] <= delay[16] + prod_0p054989358624542;
            delay[16] <= delay[17] + prod_0p032709156492843;
            delay[17] <= delay[18] + prod_0p015833736420368;
            delay[18] <= delay[19] + prod_0p005213441418913;
            delay[19] <= delay[20];
            delay[20] <= delay[21] - prod_0p001574013167120;
            delay[21] <= delay[22] - prod_0p001348378900551;
            delay[22] <= delay[23] - prod_0p000657966241498;
            delay[23] <=  - prod_0p000157335600574;
        end
    end
endmodule
```

## ./run.sh

```bash
#!/bin/bash
# OpenROAD 26Q1-2900-gdf79404cd8, Yosys 0.63+post, stock flow scripts
make -C /OpenROAD-flow-scripts/flow DESIGN_CONFIG=/design/flow/config.mk WORK_HOME=/design/flow/orfs finish
```

## ./config.mk

```make
export PLATFORM = sky130hd
export DESIGN_NAME = FIR_Kaiser_25Taps_LP_0d125
export DESIGN_NICKNAME = FIR_Kaiser_25Taps_LP_0d125
export VERILOG_FILES = /design/flow/design.v
export SDC_FILE = /design/flow/constraint.sdc
export NUM_CORES = 4
export LEC_CHECK = 1
export CORE_UTILIZATION = 50
```

## ./constraint.sdc

```tcl
current_design FIR_Kaiser_25Taps_LP_0d125

set clk_period 5.8
set clk_io_pct 0.2

create_clock -name clk0 -period $clk_period [get_ports {Clock}]

set non_clock_inputs [all_inputs -no_clocks]
set_input_delay [expr $clk_period * $clk_io_pct] -clock clk0 $non_clock_inputs
set_output_delay [expr $clk_period * $clk_io_pct] -clock clk0 [all_outputs]
```

==> flow_summary.yaml <==
# flow metrics
outcome:
  status: "complete, no violations"
floorplanning:
  boundaryPins: 27
  fp_util_pct: 51.1
  chipArea_um2: 42900
  die_h_um: 207
  die_w_um: 207
  core_um2: 41100
  rows: 74
place:
  gp_congestion: 0.924
  dp.cells: 2779
  dp_hpwl_um: 36000
  port_buffers: 23
  dp_worst_setup_slack_ns: -0.430
  place_area_um2: 22900
synthesis:
  syn_area_um2: 21000
  top_cells_by_area: "dfrtp_1 33%, ha_1 15%, mux2_2 8.6%, xnor2_1 6.0%, fa_1 4.5%"
  most_common_cell: "dfrtp_1"
  synthArstFlopShare_pct: 100
  synth-edff-count: 0
  synth_top_cell_by_area: "dfrtp_1"
  synth-main-ff-cell: "dfrtp_1"
  ys_ff: 273
  yosysCellCount: 2125
  yosys.stat.seqShare_pct: 32.5
  avgSynthCellArea_um2: 9.89
  ys_types: 72
  ys_area_um2: 21000
  yosys.area.top_type_share_pct: 32.5
  common_cells: "273 x dfrtp_1, 258 x ha_1, 163 x nor2_1"
  yosysWarnings: 2
  synth_cells: 2125
clocking:
  cts_num_sinks: 273
  cts-root-buf: "clkbuf_16"
  clockBufferDepth: 3
  clk_latency_ns: 0.55
  numCtsBuffers: 35
  h-tree-depth: 2
  tritoncts: "built"
  clk_pin_slew_ns: 0.05
  cts.hold.buffers_added: 0
layout:
  fin_cells: 2841
  layout-drive-gt1-share_pct: 17.7
  areaGrowthSynthToFinish_pct: 14.3
  final_cell_area_um2: 24000
worst_setup_path:
  cp_max_fo: 3
  worst_path_most_repeated_cell: "inv_1"
  r2r_end: "delay[7][10]$_DFFE_PP0P_"
  critical_path_arrival_ns: 5.95
  critPathMaxStageDelay_ns: 0.56
  ff2ff_path_depth: 9
  critical_path.cell_chain: "clkdlybuf4s50_1, inv_1, fa_1, inv_1, fa_1, inv_1, ha_1, fa_1, a211oi_1, nor2_1, o31a_1, o21ai_1, xor2_1, ha_1, inv_1, o21ai_0, a21oi_1, o21ai_0, xor2_1, xnor2_1, mux2_2"
  crit_required_ns: 6.23
  reg2reg_setup_slack_ns: 3.09
  critPathSlowestCell: "fa_1"
  timing.rr.start: "delay[8][0]$_DFFE_PP0P_"
  crit_type: "input port to flop"
  cp-start-kind: "input port"
  cp-end-kind: "flop"
timing:
  hold_viol: 0
  relSlewSlack_pct: 47.4
  tightestPinTransition_ns: 0.790
  maxSlewViolCount: 0
  setup_viol: 0
  fin_crit_sh_pct: 95.2
  setup_slack_ns: 0.281
  fin_crit_ns: 5.52
  fmax_mhz: 181
  skew_ns: 0.0161
drt:
  wirelength_um: 48100
  drt-vias-per-instance: 5.51
  num_antenna_cells: 0
  drc: 0
  drt-initial-drc-count: 760
  drt_first_pass_iters: 17
  wl_per_cell_um: 16.9
  dr_total_vias: 15652
  ant_nets: 0
worst_hold_path:
  hold_start: "delay[0][3]$_DFFE_PP0P_"
  hold_end: "delay[0][3]$_DFFE_PP0P_"
  hold_class: "flop to flop"
  min_path_cells: 1
global_route:
  grt_max_degree: 82
  antenna_found_initial: 0
  grt.overflow.total: 0
  grt_use_total_pct: 24.2
  grt_pass1_wl_um: 80300
  grt_pass1_vias: 15253
run:
  warnings: 54
  cap_violations: 0
pwr:
  p_leak_nw: 11.0
  power_density_nw_per_um2: 610
  peakVddDrop_mv: 0.315
## where the power goes
part	internal, mW	total, mW	switching (mW)
clock network	1.29	2.14	0.854
logic	4.64	8.92	4.28
registers	2.87	3.60	0.724
total	8.80	14.7	5.86
## cells by family after synthesis
family / Yosys count / synth area share [%]
compound gates: 572 / 17.8
simple gates: 441 / 9.69
fa+ha+maj: 306 / 19.9
flops: 273 / 32.5
xor+xnor: 184 / 7.67
buf+inv: 177 / 3.27
mux: 172 / 9.17
## worst max-delay path: cells and delay by family
family,cells,cell delay (ns)
compound gates,6,1.06
fa+ha+maj,5,1.98
buf+inv,5,0.84
mux,1,0.27
xor+xnor,3,0.52
simple gates,1,0.12
## how the worst max path moves through the flow
stage	startpoint	end	slack (ns)	depth (start not counted)
6_report	In[10]	delay[14][11]$_DFFE_PP0P_	0.28	21
5_1_grt	In[10]	delay[14][11]$_DFFE_PP0P_	-0.004	21
4_1_cts	In[9]	delay[14][11]$_DFFE_PP0P_	0.11	23
## layout make-up
| cell class | instances | area (um2) |
|---|---|---|
| fill | 3487 | 17100 |
| multi-input combinational | 1675 | 13500 |
| tap | 532 | 666 |
| clock buffer | 50 | 1030 |
| sequential | 273 | 6830 |
| timing repair buffer | 181 | 1430 |
| clock inverter | 11 | 104 |
| inverter | 119 | 452 |
## timing repair
action	in CTS	in global routing
setup endpoints to repair	0	7
setup buffers	0	1
endpoints found under the hold margin	0	0
resized	0	3
## flip-flops by register name, summed over array words and instances, names as in the netlist
register	flops
Out	12
delay	261
## layer usage
metal | global-route usage [%] | share of wire, % | vias to the layer above
met1 | 38.4 | 50 | 7425
met3 | 4.38 | 4.1 | 50
met5 | 0 | 0 | -
met2 | 36.8 | 44 | 183
li1 | - | - | 7994
met4 | 3.37 | 1.5 | 0
## per-stage QoR
step | hold slack (ns) | utilization (%) | TNS [ns] | power, mW
6_report | 0.477 | 58.5 | 0 | 14.7
5_1_grt | 0.500 | 58.5 | -0.00374 | 16.1
3_5_place_dp | 0.468 | 55.6 | -3.38 | 12.5
3_3_place_gp | 0.458 | 55.6 | -3.64 | 12.4
2_1_floorplan | 0.446 | - | 0 | 9.94
4_1_cts | 0.481 | 58.4 | 0 | 14.8
## layout by cell type (no fill, tap or decap), types with 36 or more instances in the layout
cell type and instances:
dfrtp_1 273, ha_1 258, nor2_1 163, mux2_2 160, buf_4 158, xnor2_1 145
a21oi_1 142, inv_1 117, o21ai_0 110, nand2_1 100, nor3_1 76, a21o_1 64
o21a_1 49, fa_1 47, xor2_1 39, clkbuf_16 36
Power is estimated from default activity; no workload was simulated.
